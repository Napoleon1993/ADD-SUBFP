File: run.sh
#!/bin/bash
# OpenROAD 26Q1-2900-gdf79404cd8, Yosys 0.63+post, stock flow scripts
make -C /OpenROAD-flow-scripts/flow DESIGN_CONFIG=/design/flow/config.mk WORK_HOME=/design/flow/orfs finish
File: config.mk
export PLATFORM = sky130hd
export DESIGN_NAME = Compara_exponenti
export DESIGN_NICKNAME = Compara_exponenti
export VERILOG_FILES = /design/flow/design.v
export SDC_FILE = /design/flow/constraint.sdc
export NUM_CORES = 4
export LEC_CHECK = 1
export CORE_AREA = 10 10 70 70
export DIE_AREA = 0 0 80 80
File: constraint.sdc
current_design Compara_exponenti

set clk_period 7.8
set clk_io_pct 0.2

create_clock -name clk0 -period $clk_period

set non_clock_inputs [all_inputs -no_clocks]
set_input_delay [expr $clk_period * $clk_io_pct] -clock clk0 $non_clock_inputs
set_output_delay [expr $clk_period * $clk_io_pct] -clock clk0 [all_outputs]
File: design.v
`timescale 1ns / 1ps
module Compara_exponenti(date,out , exp);
input [15:0] date;
output reg[8:0] out;
output reg[15:0] exp;
always @(date)
	begin
		if(date[15:8] > date[7:0])
			out = {1'b1,date[15:8]-date[7:0]};
		else
			out = {1'b0,date[7:0]-date[15:8]};
		exp = date;
	end
endmodule
==> results.md <==
| Group | Metric | This run |
|---|---|---|
| cts | Post-CTS Setup Bufs | 0 |
| timing | Fmax | 166 MHz |
| timing | Max-slew violation count | 0 |
| job | Tally of OpenROAD warnings | 39 |
| power | Worst-case vdd ir drop | 0.0000275 V |
| setup path | Crit path largest cell delay | 0.50 ns |
| synthesis | Count of warnings emitted by yosys | 1 |
| layout | Relative area change from synthesis to final layout | 35.1% |
| place | Global placement routability congestion | 0.854 |
| floorplan | Ports placed on the boundary | 41 |
| grt | Number of global-route vias before repair | 789 |
| min path | Hold WC Path Type | in -> out |
| grt | Total gr overflow | 0 |
| timing | Cycle use final | 77.2% |
| grt | Number of antenna violations at the first check in global routing | 0 |
| setup path | Count of buffer and inverter cells on the critical path | 3 |
| power | Leakage power summed over all cells | 0.528 nW |
| floorplan | Die Y | 80 µm |
| timing | Number of hold violations in the final report | 0 |
| routing | Number of antenna-violating nets in the routed design | 0 |
| timing | Slew @ Worst Pin | 0.470 ns |
| routing | Via count normalized by instance count | 4.39 |
| synthesis | Cell count in the Yosys report | 109 |
| synthesis | Area of the mapped netlist | 858 µm² |
| layout | Share of final-layout standard cells stronger than drive strength 1 | 7.75% |
| floorplan | Core utilization before placement | 25.1% |
| place | Sum of net half-perimeters after detailed placement | 1910 µm |
| floorplan | Horizontal die dimension | 80 µm |
| routing | Drc violations | 0 |
| setup path | Arrival time reported for the critical path endpoint | 4.46 ns |
| setup path | Top delay family on crit path | buffers and inverters |
| layout | Filler instances | 367 |
| grt | Pin count of the biggest net entering global routing | 12 |
| floorplan | Total number of placement rows | 21 |
| layout | Clock buf count | 0 |
| timing | Final tally of setup violations | 0 |
| routing | Count of vias placed by the detailed router | 769 |
| routing | Average routed wire per standard cell | 12.3 µm |
| floorplan | Core ar. | 0.00342 mm² |
| synthesis | Yosys synthesis chip area | 858 µm² |
| synthesis | Instance tally after logic synthesis | 109 |
| cts | Post_cts resized | 0 |
| place | Port Buf Inserts | 41 |
| timing | Max transition margin | 68.4% |
| power | Total power divided by cell area | 76.8 mW/mm² |
| synthesis | Number of library cell types mapped by synthesis | 30 |
| setup path | Required time of the worst setup path | 6.24 ns |
| setup path | Most frequent CP cell | clkdlybuf4s50_1 |
| setup path | Worst-path maximum fanout | 10 |
| setup path | Type of the setup path with the least slack | in -> out |
| timing | Setup repair after global routing missed its margin | no |
| setup path | Cell type of the slowest stage on the worst timing path | clkdlybuf4s50_1 |
| layout | Commonest cells after routing, fill and taps aside | 41 x clkdlybuf4s50_1, 16 x inv_1, 15 x ha_1 |
| grt | First-pass GRT wire length | 3620 µm |
| routing | Pre-Repair DR Iteration Count | 4 |
| setup path | Chain of cells forming the critical path | clkdlybuf4s50_1, inv_1, ha_1, fa_1, nand3b_1, a21oi_2, o31a_1, mux2i_1, xor2_1, clkdlybuf4s50_1 |
| floorplan | Chip footprint | 0.00640 mm² |
| routing | Number of antenna cells inserted | 0 |
| timing | Fin crit period | 6.02 ns |
| setup path | Setup crit start kind | input pin |
| status | Status | finished clean |
| routing | Detailed router's first-iteration violation count | 46 |
| synthesis | Share of the yosys chip area belonging to registers | 0% |
| layout | Commonest Layout Cell | clkdlybuf4s50_1 |
| setup path | Worst setup EP type | primary output |
| layout | Combinational gate area | 632 µm² |
| grt | Overall fraction of global-route tracks in use | 6.52% |
| power | Total power draw | 89.1 µW |
| layout | Reg area | 0 µm² |
| synthesis | Mean Syn Cell Area | 7.87 µm² |
| job | Max-cap viol count | 0 |
| timing | Setup TNS | 0 ns |
| routing | Wirelength, routed | 2160 µm |
| layout | Registers | 0 |
| cts | Hold buffer count at CTS | 0 |
==> final timing paths <==
check  startpoint     end  slack, ns  depth (start not counted)
max       date[8]  out[5]       1.78                         10
min       date[7]  exp[7]       3.95                          2
==> Yosys cell counts (all sizes together) <==
library cell  instances  area share (%)
a211oi                3             3.2
a21o                  4             3.8
a21oi                 5             4.7
a311oi                2             2.0
a31oi                 4             2.9
and3                  1            0.87
and4                  1             1.0
buf                  21              19
fa                    2             4.7
ha                   15              22
inv                  16             7.0
mux2                  3             3.9
mux2i                 6             7.0
nand2                 5             2.2
nand3                 3             1.7
nand3b                1            0.87
nand4                 1            0.73
nor2                  3             1.3
nor3                  1             1.2
o21ai                 6             3.5
o221ai                2             2.0
o31a                  1             1.0
xnor2                 2             2.0
xor2                  1             1.0
==> cell type report <==
type / instances / area share, %
tap: 46 / 4.96
multi-input combinational: 72 / 54.5
inverter: 16 / 5.18
timing repair buffer: 41 / 35.4
==> cell families (layout without fill, tap and decap cells) <==
logic type	Yosys count	count (layout)	share of synthesized area (%)
buffers and inverters	37	57	26.4
AOI/OAI and AO/OA	27	27	23.2
adders and majority gates	17	17	26.5
and+or+nand+nor	16	16	9.91
muxes	9	9	10.9
xor gates and xnor gates	3	3	3.06
==> layer usage <==
metal | track usage, % | share of wire [%] | up-vias
met2 | 10.4 | 44 | 23
li1 | - | - | 406
met3 | 2.27 | 10 | 0
met1 | 8.81 | 45 | 340
met5 | 0 | 0 | -
met4 | 0 | 0 | 0
==> power by group <==
| part | total [mW] | internal [mW] | leakage [nW] | switching [mW] |
|---|---|---|---|---|
| sequential | 0 | 0 | 0 | 0 |
| combinational | 0.0891 | 0.0537 | 0.528 | 0.0354 |
| clock | 0 | 0 | 0 | 0 |
==> per-stage QoR <==
| stage | utilization (%) | instances | area [µm²] | setup WS [ns] | hold WS, ns |
|---|---|---|---|---|---|
| 6_report | 34.0 | 175 | 1160 | 1.78 | 3.95 |
| 3_3_place_gp | 34.0 | 175 | 1160 | 1.81 | 3.97 |
| 5_1_grt | 34.0 | 175 | 1160 | 1.56 | 3.98 |
| 2_1_floorplan | - | 109 | 858 | 3.14 | 3.19 |
| 4_1_cts | 34.0 | 175 | 1160 | 1.75 | 3.96 |
| 3_5_place_dp | 34.0 | 175 | 1160 | 1.74 | 3.96 |
No activity file was given, so power comes from the tool's default toggle rates.
