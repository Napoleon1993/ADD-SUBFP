===== ./constraint.sdc =====
current_design Aliniere_mantise

set clk_period 14.8
set clk_io_pct 0.2

create_clock -name clk0 -period $clk_period

set non_clock_inputs [all_inputs -no_clocks]
set_input_delay [expr $clk_period * $clk_io_pct] -clock clk0 $non_clock_inputs
set_output_delay [expr $clk_period * $clk_io_pct] -clock clk0 [all_outputs]

===== ./config.mk =====
export PLATFORM = sky130hd
export DESIGN_NAME = Aliniere_mantise
export DESIGN_NICKNAME = Aliniere_mantise
export VERILOG_FILES = /design/flow/design.v
export SDC_FILE = /design/flow/constraint.sdc
export NUM_CORES = 4
export LEC_CHECK = 1
export CORE_UTILIZATION = 50

===== ./design.v =====
`timescale 1ns / 1ps
module Aliniere_mantise(exp_mantise , aliniere_mantise);
input [56:0]exp_mantise;
output reg[49:0]aliniere_mantise;
reg [23:0] mantisa1;
reg [23:0] mantisa2;
reg sel1 , sel2;
always@(exp_mantise)
	begin
		sel1 = 1'b0;
		sel2 = 1'b0;
		mantisa1 = {1,exp_mantise[46:24]};
		mantisa2 = {1,exp_mantise[22:0]};
		if(exp_mantise[56] == 1'b0 && exp_mantise[55:48] > 0)
			begin
				mantisa1 = mantisa1 >> exp_mantise[55:48];
				sel1 = 1'b1;
			end
		if(exp_mantise[56] == 1'b1 && exp_mantise[55:48] > 0)
			begin
				mantisa2 = mantisa2 >> exp_mantise[55:48];
				sel2 = 1'b1;
			end
		aliniere_mantise = {exp_mantise[47],mantisa1[22:0],sel1,exp_mantise[23],mantisa2[22:0],sel2};
	end
endmodule

===== ./run.sh =====
#!/bin/bash
# OpenROAD 26Q1-2900-gdf79404cd8, Yosys 0.63+post, stock flow scripts
make -C /OpenROAD-flow-scripts/flow DESIGN_CONFIG=/design/flow/config.mk WORK_HOME=/design/flow/orfs finish

==> flow_summary.json <==
{
  "ctsHoldBuffers": 0,
  "num_io_pins": 107,
  "core-area_um2": 4850,
  "powerDensity_nw_per_um2": 29.7,
  "synth_area_um2": 2600,
  "clock.fmax_ghz": 0.0965,
  "worstPathMaxFanout": 31,
  "hold_path_depth": 0,
  "finalHoldViolCount": 0,
  "min_to": "aliniere_mantise[24]",
  "startpoint_type": "input pin",
  "fp-row-count": 25,
  "grt_pass1_wl_um": 16300,
  "slew_headroom": 0.446,
  "drtIter0Drc": 424,
  "rsz0062_at_grt": "false",
  "die-area_um2": 5480,
  "fin_util": 0.738,
  "antenna_found_initial": 0,
  "min-delay-start": "exp_mantise[23]",
  "dp_hpwl_um": 7840,
  "fin_tns_setup_ns": 0,
  "initCoreUtil": 0.535,
  "critPathMaxStageDelay_ns": 0.77,
  "netlist_top_cells_count": "nand2_1, o21ai_0, mux2i_1",
  "fin_area_um2": 3580,
  "port-buffer-count": 103,
  "grt_pass1_vias": 3241,
  "finalSetupViolations": 0,
  "syn_inst": 408,
  "synth_warnings": 1,
  "crit_chain": "clkdlybuf4s50_1 > nor3_4 > nand3_4 > nand2_4 > inv_4 > o31ai_1 > nor3_1 > a211oi_1 > o221ai_1 > o31ai_1 > clkdlybuf4s50_1",
  "drc": 0,
  "period_needed_ns": 10.36,
  "required_ns": 11.84,
  "top_area_cell": "mux2i_1",
  "min_period_over_period": 0.700,
  "gp_routability_congestion": 1.04,
  "dp_slack_ns": 4.70,
  "grt_overflow": 0,
  "final_max_slew_viol_count": 0,
  "fin_ws_ns": 4.44,
  "grt_max_degree": 32,
  "ant_nets": 0,
  "cp.arrival_ns": 7.40,
  "critPathLaunch": "exp_mantise[53]",
  "finalWirelength_um": 10600,
  "die_w_um": 74.1,
  "min_path_type": "input pin to primary output",
  "cts-resized-gates": 0,
  "synth_top_cell_by_count": "nand2_1",
  "top_cell_area_share": 0.139,
  "status": "finished clean",
  "ys_cells": 408,
  "die_h_um": 74.1,
  "critPathKind": "input pin to primary output",
  "dr.pass1.iters": 5,
  "synthTopCellsByArea": "mux2i_1, nand2_1, o21ai_0",
  "yosysChipArea_um2": 2600,
  "seq_cell_count": 0,
  "placed_cell_area_um2": 3580,
  "n_antenna_cell": 0,
  "ir_drop_mv": 0.0157,
  "grt.total_usage": 0.392,
  "ys_seq_frac": 0,
  "instances_no_fill": 547,
  "synth.avg_cell_area_um2": 6.36,
  "timing.hold.ws_ns": 5.92,
  "avgViaCountPerCell": 6.70,
  "p_leak_nw": 1.28,
  "yosys.cell_types.count": 64,
  "drive_gt1_frac": 0.0854,
  "placedCellCount": 547,
  "register_area_um2": 0,
  "warning_count": 34,
  "crit_path_end_kind": "primary output",
  "syn2layout_area_growth_pct": 37.7,
  "tightest_slew_ns": 0.831,
  "clkbuf_count": 0,
  "power_uw": 106,
  "cts_setup_buffers": 0,
  "drv_cap": 0,
  "vias": 3666,
  "wire_per_inst_um": 19.3,
  "crit_slowest_cell": "clkdlybuf4s50_1"
}
## critical path, delay by kind of cell
kind	cells	cell delay, ns
buf+inv	3	1.54
simple gates	4	1.24
compound gates	4	1.60
## cell type report
class / instances / area [um^2]
Multi-Input combinational cell: 363 / 2380
Fill cell: 388 / 1270
Tap cell: 67 / 83.8
Inverter: 8 / 32.5
Timing Repair Buffer: 109 / 1080
## kinds of logic after synthesis
family	share of synthesized area
compound gates	0.369
buf+inv	0.0839
simple gates	0.334
mux	0.213
## where the power goes
group          switching [mW]  internal (mW)
sequential                  0              0
clock                       0              0
combinational          0.0540         0.0524
## per-layer routing
metal | track usage | share of wire
met1 | 0.571 | 0.41
met2 | 0.612 | 0.44
met3 | 0.0563 | 0.11
met4 | 0.100 | 0.037
met5 | 0 | 0
## worst max-delay path by stage
stage | cells past startpoint | endpoint
CTS | 11 | aliniere_mantise[33]
finish | 11 | aliniere_mantise[33]
global route | 11 | aliniere_mantise[33]
## layout by cell type (no fill, tap or decap), drive strengths merged, types with 3 or more instances in the layout
master and n:
a22oi 3, buf 6, o31a 4, a21oi 9, o22ai 5, o221ai 6, or2 8, a211oi 5
inv 7, o31ai 12, nand4 10, o22a 3, nor3 25, a32o 4, o211ai 6, or3 5
mux4 5, o21ai 49, nor2 24, mux2 4, a31oi 6, mux2i 38, nor2b 3, o221a 6
clkdlybuf4s50 103, nand2 80, nand3 13, a221oi 5, nor4 3, nand2b 5
Power is estimated from default activity; no workload was simulated.
